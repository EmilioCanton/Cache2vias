==> design.v <==
module decodificador (
input [7:0] entrada, 
output reg [6:0] saida);
always @ (*) 
begin 
		case (entrada)
					 0: saida <= 7'b1000000;  
					 1: saida <= 7'b1111001;  
					 2: saida <= 7'b0100100;  
					 3: saida <= 7'b0110000;  
					 4: saida <= 7'b0011001;  
					 5: saida <= 7'b0010010;  
					 6: saida <= 7'b0000010;  
					 7: saida <= 7'b1111000;  
					 8: saida <= 7'b0000000;  
					 9: saida <= 7'b0011000;  
			      10: saida = 7'b0001000;       
					11: saida = 7'b0000011;       
					12: saida = 7'b1000110;       
					13: saida = 7'b0100001;       
					14: saida = 7'b0000110;       
					15: saida = 7'b0001110;       
			default : saida <= 7'b1111111;
		endcase
end 
endmodule 
==> run.sh <==
#!/bin/bash
# OpenROAD 26Q1-2900-gdf79404cd8, Yosys 0.63+post, stock flow scripts
make -C /OpenROAD-flow-scripts/flow DESIGN_CONFIG=/design/flow/config.mk WORK_HOME=/design/flow/orfs finish
==> config.mk <==
export PLATFORM = sky130hd
export DESIGN_NAME = decodificador
export DESIGN_NICKNAME = decodificador
export VERILOG_FILES = /design/flow/design.v
export SDC_FILE = /design/flow/constraint.sdc
export NUM_CORES = 4
export LEC_CHECK = 1
export CORE_AREA = 10 10 70 70
export DIE_AREA = 0 0 80 80
==> constraint.sdc <==
current_design decodificador

set clk_period 2.2
set clk_io_pct 0.2

create_clock -name clk0 -period $clk_period

set non_clock_inputs [all_inputs -no_clocks]
set_input_delay [expr $clk_period * $clk_io_pct] -clock clk0 $non_clock_inputs
set_output_delay [expr $clk_period * $clk_io_pct] -clock clk0 [all_outputs]
==> impl_metrics.tcl <==
# place-and-route summary
set metrics [dict create \
    status "finished clean" \
    antenna_left 0 \
    viasPerCell 3.374 \
    syn_inst 34 \
    hold_path_class "primary input to primary output" \
    report.final.slew_viol_count 0 \
    initial_utilization_pct 8.205 \
    path_cells "clkdlybuf4s15_2 -> buf_4 -> o31a_1 -> o21ai_1 -> clkdlybuf4s50_1" \
    track_usage_pct 2.748 \
    first_pass_iters 4 \
    ir_drop_uv 25.15 \
    hold_depth 5 \
    flop_area_um2 0 \
    die_y_um 80 \
    post-route-period-util_pct 96.35 \
    first_global_vias 334 \
    whs_ps 1440 \
    setup_viol 0 \
    critPathTopFamily "buffers and inverters" \
    fp.dieW_um 80 \
    grt_max_degree 7 \
    maxSlewHeadroom_pct 86.20 \
    globalplace.congestion 0.8359 \
    grt_antenna_before_repair 0 \
    arrival_ps 1680 \
    fin_crit_ps 2120 \
    nFlopsAndLatches 0 \
    grt_pass1_wl_um 1511 \
    max_freq_ghz 0.4718 \
    drc 0 \
    rsz0062_at_grt "false" \
    grt_overflow 0 \
    start_kind "primary input" \
    synth_cell_types 16 \
    wire_per_inst_um 8.542 \
    powerDensity_mw_per_mm2 123.9 \
    yosysCellCount 34 \
    syn-cell-area_um2 280.3 \
    critPathSlowestCell "clkdlybuf4s50_1" \
    p_leak_nw 0.2345 \
    crit_path_end_kind "primary output" \
    hp-start "entrada[1]" \
    slowest_delay_ps 480 \
    wl_um 914 \
    final_hold_viol_count 0 \
    num_rows 21 \
    ys_seq_share_pct 0 \
    warnings 37 \
    crit_buf_inv 3 \
    dieArea_mm2 0.006400 \
    num_vias 361 \
    drt_iter0_drc 50 \
    core_area_mm2 0.003416 \
    cp_max_fo 6 \
    ys_chip_area_um2 280.3 \
    max_cap_viol_count 0 \
    worst-setup-path-type "primary input to primary output" \
    final_cell_mix "buf_4, dlygate4sd2_1, ha_1" \
    tightest_slew_ps 203.7 \
    cts_hold_buffers 0 \
    lay_top_count "buf_4" \
    required_ps 1760 \
    final_core_utilization_pct 16.63 \
    synth_area_per_cell_um2 8.243 \
    hold_end "saida[1]" \
    syn_to_final_growth_pct 102.7 \
    yosys_warnings 1 \
    drive_above_1_share_pct 34.43 \
    numPortBuffers 15 \
    n_antenna_cell 0 \
    nClkBuffers 0 \
    num_io_pins 15 \
]
[cell families after synthesis]
group	count (synthesis)	share of synthesized area (%)
adder cells (fa/ha/maj)	6	26.79
multiplexers	4	14.73
AND/OR/NAND/NOR	8	20.54
buffers and inverters	4	6.697
AND-OR/OR-AND	12	31.25
[per-stage QoR]
stage                     TNS [ps]  setup slack [ps]  power (mW)  std cells  instance area (um2)
after detailed placement     -2313            -415.8     0.07456        106                570.5
after CTS                        0             24.72     0.07175        107                576.8
after global placement       -2245            -392.4     0.07445        106                570.5
final                            0             80.28     0.07039        107                568.0
after floorplan                  0             658.8     0.02771         34                280.3
after global routing             0             13.59     0.07857        107                568.0
[final cells by class]
class / count / area [um2]
fillers: 388 / 2848
repair buffers: 28 / 235.2
multi-input cells: 30 / 264.0
well taps: 46 / 57.56
inverters: 3 / 11.26
[metal layers]
layer	vias up	global-route usage, %	wire (um)
li1	185	-	-
met1	167	3.691	426
met2	9	4.655	412
met3	0	0.5682	75
met4	0	0	0
met5	-	0	0
[power breakdown]
group	switching (mW)	internal, mW
clock	0	0
sequential	0	0
combinational	0.0309	0.0395
total	0.0309	0.0395
[cells in the mapped netlist]
master,count,area (um2)
nand3_1,2,10.01
o31a_1,2,17.52
o21ai_0,1,5.000
mux2i_1,3,30.03
o221ai_1,1,8.760
ha_1,6,75.07
mux2_2,1,11.26
o211ai_1,4,30.03
nor4_4,1,21.27
nand2_1,2,7.510
a21boi_0,1,7.510
inv_1,3,11.26
o21ai_1,2,10.01
buf_4,1,7.510
o311ai_1,1,8.760
nand2b_1,3,18.77
[how the worst max path moves through the flow]
stage                 slack (ps)  cells past startpoint        from        to
after CTS                     20                      7  entrada[0]  saida[5]
after global routing          10                      6  entrada[6]  saida[5]
final                         80                      5  entrada[3]  saida[5]
[timing repair]
item / 4_1_cts / 5_1_grt
endpoints found under the hold margin: 0 / 0
endpoints found under the setup margin: 7 / 2
pin swaps: 3 / 2
cloned: 0 / 0
gates resized: 22 / 3
buffers inserted: 1 / 0
Power and IR drop assume default switching activity.
