<file path="flow/design.v">
module pratica(
clk, write, read,
 tag_before, tag, index, data_in,
 hit, miss, data_out, dirty, valid, lru,
 writeBack,way);
  input clk, write, read;   
  input [2:0] tag;           
  input [1:0] index;         
  input [2:0] data_in;       
  output reg hit, miss;
  output reg way;
  output reg valid;
  output reg dirty;
  output reg writeBack;
  output reg [1:0] lru;
  output reg [2:0] tag_before;      
  output reg [2:0] data_out;   
  reg [7:0] m_cache [3:0][1:0];
  reg m_dirty [3:0][1:0];
  reg m_lru [3:0][1:0];
  reg m_valid [3:0][1:0];
  initial begin
    m_cache[0][0] = 8'b10000001;
    m_cache[0][1] = 8'bzzz00010;
    m_cache[1][0] = 8'b00001011;
    m_cache[1][1] = 8'bzzz01100;
    m_cache[2][0] = 8'b10110101;
    m_cache[2][1] = 8'b11110110;
    m_cache[3][0] = 8'bzzz11zzz;
    m_cache[3][1] = 8'bzzz11zzz; 
    m_dirty[0][0] = 1'b0;
    m_dirty[0][1] = 1'b0;
    m_dirty[1][0] = 1'b0;
    m_dirty[1][1] = 1'b0;
    m_dirty[2][0] = 1'b1;
    m_dirty[2][1] = 1'b0;
    m_dirty[3][0] = 1'bz;
    m_dirty[3][1] = 1'bz;
    m_lru[0][0] = 1'b0;
    m_lru[0][1] = 1'b0;
    m_lru[1][0] = 1'b1;
    m_lru[1][1] = 1'b0;
    m_lru[2][0] = 1'b0;
    m_lru[2][1] = 1'b1;
    m_lru[3][0] = 1'bz;
    m_lru[3][1] = 1'bz;
    m_valid[0][0] = 1'b0;
    m_valid[0][1] = 1'b0;
    m_valid[1][0] = 1'b1;
    m_valid[1][1] = 1'b0;
    m_valid[2][0] = 1'b1;
    m_valid[2][1] = 1'b1;
    m_valid[3][0] = 1'b0;
    m_valid[3][1] = 1'b0;
    hit = 1'bx;
    miss = 1'bx;
    data_out = 3'bxxx;
    dirty = 1'bx;
    valid = 1'bx;
    lru = 2'bxx; 
    writeBack = 1'b0;
    way = 1'bx; 
  end
  reg [1:0] idx_aux;
  reg [2:0] tag_aux;
  reg [2:0] datain_aux;
  reg wr_aux;
  reg writeBack_aux;  
  always @(posedge clk) begin
   idx_aux <= index;
	writeBack_aux <= 1'b0;
   if(read) begin
    wr_aux = 1'b0;
    tag_aux = tag;
   end
   else begin
    wr_aux = 1'b1;
    tag_aux = tag;
    datain_aux = data_in;
   end
  end
  always @(negedge clk) begin
   writeBack_aux = 1'b0;
   if(wr_aux == 0) begin    
    if ((m_valid[idx_aux][0]) && (tag_aux == m_cache[idx_aux][0][7:5])) begin 
     hit = 1'b1;
     miss = 1'b0;
     m_lru[idx_aux][0] = 1'b1;
     m_lru[idx_aux][1] = 1'b0;
     tag_before = tag_aux;  
     way = 1'b0;
    end
    else begin
     if((m_valid[idx_aux][1]) && (tag_aux == m_cache[idx_aux][1][7:5])) begin
      hit = 1'b1;
      miss = 1'b0;
      m_lru[idx_aux][0] = 1'b0;
      m_lru[idx_aux][1] = 1'b1;
      tag_before = tag_aux; 
      way = 1'b1;
     end
     else begin
      if(m_lru[idx_aux][0] <= m_lru[idx_aux][1]) begin
        hit = 1'b0;
        miss = 1'b1;
       m_lru[idx_aux][0] = 1'b1;
       m_lru[idx_aux][1] = 1'b0;
       tag_before = m_cache[idx_aux][0][7:5];
       m_cache[idx_aux][0][7:5] = tag_aux;
       m_valid[idx_aux][0] = 1'b1;
       way = 1'b0;
      end
      else begin
        hit = 1'b0;
        miss = 1'b1;
       m_lru[idx_aux][0] = 1'b0;
       m_lru[idx_aux][1] = 1'b1;
       tag_before = m_cache[idx_aux][1][7:5];
       m_cache[idx_aux][1][7:5] = tag_aux;
       m_valid[idx_aux][1] = 1'b1;
       way = 1'b1;
      end       
       if(m_dirty[idx_aux][way] == 1'b1) begin
			writeBack_aux = 1'b1;
			if (wr_aux == 0) begin
				m_dirty[idx_aux][way] = 1'b0;
			end
		  end
     end
    end
   end
   if(wr_aux == 1) begin 
    if ((m_valid[idx_aux][0]) && (tag_aux == m_cache[idx_aux][0][7:5])) begin 
     hit = 1'b1;
     miss = 1'b0;
     m_lru[idx_aux][0] = 1'b1;
     m_lru[idx_aux][1] = 1'b0;
     m_cache[idx_aux][0][2:0] = datain_aux;
     tag_before = tag_aux; 
     m_dirty[idx_aux][0] = 1'b1;   
     way = 1'b0;
    end
    else begin
     if((m_valid[idx_aux][1]) && (tag_aux == m_cache[idx_aux][1][7:5])) begin
      hit = 1'b1;
      miss = 1'b0;
      m_lru[idx_aux][0] = 1'b0;
      m_lru[idx_aux][1] = 1'b1;
       m_cache[idx_aux][1][2:0] = datain_aux;
       tag_before = tag_aux; 
       m_dirty[idx_aux][1] = 1'b1;
      way = 1'b1;
     end
     else begin
      if(m_lru[idx_aux][0] <= m_lru[idx_aux][1]) begin
        hit = 1'b0;
        miss = 1'b1;
       m_lru[idx_aux][0] = 1'b1;
       m_lru[idx_aux][1] = 1'b0;
       m_cache[idx_aux][0][2:0] = datain_aux;
       tag_before = m_cache[idx_aux][0][7:5];
       m_cache[idx_aux][0][7:5] = tag_aux;
       m_valid[idx_aux][0] = 1'b1;
       way = 1'b0;
      end
      else begin
        hit = 1'b0;
        miss = 1'b1;
       m_lru[idx_aux][0] = 1'b0;
       m_lru[idx_aux][1] = 1'b1;
       m_cache[idx_aux][1][2:0] = datain_aux;
       tag_before = m_cache[idx_aux][1][7:5];
       m_cache[idx_aux][1][7:5] = tag_aux;
       m_valid[idx_aux][1] = 1'b1;
       way = 1'b1;
      end       
       if(m_dirty[idx_aux][way] == 1'b1) begin
        writeBack_aux = 1'b1;
       end
       m_dirty[idx_aux][way] = 1'b1;
     end
    end
   end
   valid = m_valid[idx_aux][way];
   dirty = m_dirty[idx_aux][way];
   lru[0] = m_lru[idx_aux][1];
   lru[1] = m_lru[idx_aux][0];
   data_out = m_cache[idx_aux][way][2:0];    
   writeBack <= writeBack_aux;
  end
endmodule
</file>
<file path="flow/run.sh">
#!/bin/bash
# OpenROAD 26Q1-2900-gdf79404cd8, Yosys 0.63+post, stock flow scripts
make -C /OpenROAD-flow-scripts/flow DESIGN_CONFIG=/design/flow/config.mk WORK_HOME=/design/flow/orfs finish
</file>
<file path="flow/config.mk">
export PLATFORM = sky130hd
export DESIGN_NAME = pratica
export DESIGN_NICKNAME = pratica
export VERILOG_FILES = /design/flow/design.v
export SDC_FILE = /design/flow/constraint.sdc
export NUM_CORES = 4
export LEC_CHECK = 1
export CORE_UTILIZATION = 40
</file>
<file path="flow/constraint.sdc">
current_design pratica

set clk_period 6.4
set clk_io_pct 0.2

create_clock -name clk0 -period $clk_period [get_ports {clk}]

set non_clock_inputs [all_inputs -no_clocks]
set_input_delay [expr $clk_period * $clk_io_pct] -clock clk0 $non_clock_inputs
set_output_delay [expr $clk_period * $clk_io_pct] -clock clk0 [all_outputs]
</file>
==> GITHUB_STEP_SUMMARY <==
## Synthesis and layout report

| Metric | Value |
|---|---|
| Outcome | finished clean |
| Crit path DRT | between 3 and 4 ns |
| Starting density of the core | 41.5% |
| Crit path capture type | register |
| Final WL | 13300 um |
| CTS Hold Bufs | 0 |
| H-tree level count | 3 |
| Placed cell count | 710 |
| CTS Sinks | about 95 |
| Syn Inst Count | 512 |
| Worst Skew | between 0.06 and 0.07 ns |
| Pwr Density | 499 mW/mm2 |
| Initial antenna violation count | 0 |
| CTS Buffer Depth | 2 |
| Top FF cell, synth | dfxtp_1 |
| Max-Cap Viols | 0 |
| Post-synth EDFFs | 3 |
| Gr ovfl total | 0 |
| Relative slew slack | about two thirds |
| Synth Seq Share | between 40 and 50% |
| TritonCTS Buffers | 9 |
| Critical path fanouts, max | 7 |
| HPWL Detailed | between 9000 and 10000 um |
| Row cnt | 39 |
| Element type at the critical path start | register |
| Worst setup margin | 0.0352 ns |
| Drt wl/cell | 16.3 um |
| Final hold violations | 0 |
| Placer's final routability congestion estimate | 0.919 |
| Post-route insts no fill | a little over 800 |
| Fraction of layout cells with a size suffix above 1 | 28.7% |
| Cell Type Count | between 60 and 70 |
| Worst-path clk slew | 0.07 ns |
| Synthesized area | 0.00478 mm2 |
| DR DRC count | 0 |
| Number of port buffers | 23 |
| Vias in the first global route | 4354 |
| Die area | 0.0124 mm2 |
| Post-DR vias/cell | 5.53 |
| #FFs+latches synth | 95 |
| Largest net degree at the start of global routing | 26 |
| Clock root buffer | clkbuf_16 |
| Tot Pwr | approximately 3.2 mW |
| Share of synthesized registers carrying an async set or reset | 0% |
| Tool warnings | 114 |
| Worst-Margin Slew | between 0.4 and 0.5 ns |
| Slew Viols, Final | 0 |
| First-pass GRT wire length | 21500 um |
| RSZ-0062 raised after global routing | yes |
| Crit path DAT | 3.45 ns |
| Global Route Usage Sum | 22.6% |
| Setup-failing EPs final | 0 |
| Hold WC Path Type | reg2reg |
| Clock latency on the worst-skew pair | 0.41 ns |
| DR pass1 iterations | 22 |
| IO Count | 25 |
| Final ANT Viol Nets | 0 |
| CTS tree | built |
| Routed vias | 4503 |
| Ys Warns | 13 |
| ANT cells | 0 |
| Cell total in the yosys stat output | 512 |
| Area Overhead vs Synth | 35.3% |
| Die X | ~110 um |
| Worst slack, placed | -0.245 ns |
| Drt initial violations | about 320 |
| Chip area in the Yosys report | 0.00478 mm2 |
| Type of the worst setup path | reg2reg |
| Core area | about 0.012 mm2 |
| Die Y | 111 um |
| Syn avg cell area | between 9 and 10 um2 |
| P_leak | around 2.9 nW |
| Worst VDD drop | approximately 0.20 mV |
| Most numerous logic cells after layout | 91 x inv_1, 91 x dfxtp_1, 72 x nand2_1 |
==> metrics by stage <==
step | utilization (%) | cell area, um2 | hold WS (ns) | setup TNS (ns)
final | 56.1 | 6460 | 0.431 | 0
after global routing | 56.1 | 6460 | 0.460 | -0.303
after CTS | 54.2 | 6240 | 0.435 | -0.0372
after detailed placement | 48.3 | 5570 | 0.422 | -0.940
after global placement | 48.3 | 5570 | 0.420 | -0.761
after floorplan | - | 4780 | 0.405 | 0
==> where the power goes <==
part	total, mW	internal (mW)	switching [mW]	leakage (nW)
Sequential	1.03	0.862	0.167	0.802
Clock	0.759	0.382	0.377	0.621
Combinational	1.44	0.762	0.677	1.52
Total	3.23	2.01	1.22	2.94
==> final cells by class <==
class,count,area [um2]
Timing Repair Buffer,96,815
Tap cell,143,179
Multi-Input combinational cell,371,2870
Fill cell,943,5050
Inverter,8,30.0
Sequential cell,95,1940
Clock buffer,9,225
Clock inverter,93,412
==> flip-flops by register name, indices dropped and copies added (netlist names), 2 cells and up <==
name / cells
tag_aux: 3
tag_before: 3
lru: 2
m_valid: 8
data_out: 3
idx_aux: 2
m_cache: 48
datain_aux: 3
m_lru: 8
m_dirty: 8
==> logic make-up after synthesis <==
family	share of synthesized area, %
AND-OR/OR-AND	16.5
XOR/XNOR	1.41
buffers and inverters	4.16
flip-flops	40.4
multiplexers	19.8
other	0.0785
AND/OR/NAND/NOR	17.6
==> synth_stat cells, types with 4 or more instances <==
cell | count | area share [%]
nand3_1 | 13 | 1.4
a32o_1 | 4 | 0.84
o31ai_1 | 4 | 0.63
buf_2 | 6 | 0.63
o21ai_0 | 25 | 2.6
xnor2_1 | 4 | 0.73
mux4_2 | 12 | 5.7
a211oi_1 | 4 | 0.63
a21oi_1 | 24 | 2.5
inv_1 | 6 | 0.47
nand2b_1 | 14 | 1.8
nor2b_1 | 8 | 1.0
nor3_1 | 9 | 0.94
nand4_1 | 6 | 0.79
mux2_2 | 44 | 10
dfxtp_1 | 92 | 39
clkbuf_1 | 23 | 1.8
nand2_1 | 73 | 5.7
mux2i_1 | 18 | 3.8
nor2_1 | 31 | 2.4
o22ai_1 | 5 | 0.65
a31oi_1 | 8 | 1.0
and2_1 | 6 | 0.79
buf_1 | 5 | 0.39
and3_1 | 7 | 0.92
==> routing by layer <==
| layer | up-vias | GRT usage [%] | part of all wire (%) |
|---|---|---|---|
| met3 | 19 | 5.80 | 7.6 |
| li1 | 2192 | - | - |
| met1 | 2114 | 34.9 | 47 |
| met2 | 178 | 32.5 | 44 |
| met5 | - | 0 | 0 |
| met4 | 0 | 5.59 | 1.6 |
==> timing repair <==
action / CTS / global route
gates cloned: 0 / 0
setup buffers: 1 / 3
gates resized: 11 / 38
pin swaps: 3 / 13
setup endpoints to repair: 6 / 7
==> final timing paths <==
check,startpoint,to,slack (ns),depth (start not counted)
max,idx_aux[0]$_DFF_P_,tag_before[1]$_DFF_N_,0.04,11
min,m_valid[3]$_DFF_N_,m_valid[3]$_DFF_N_,0.43,1
max reg2reg,idx_aux[0]$_DFF_P_,tag_before[1]$_DFF_N_,0.04,11
min reg2reg,m_valid[3]$_DFF_N_,m_valid[3]$_DFF_N_,0.43,1
==> critical path: stages, from the launching register on <==
cell     delay (ns)
dfxtp_4        0.43
buf_12         0.13
mux4_2         0.55
xnor2_2        0.21
nand4_4        0.15
nand3_2        0.13
mux2_4         0.30
a32o_2         0.30
mux2i_4        0.21
nor3b_4        0.23
o32ai_4        0.13
a221o_1        0.31
No activity file was given, so power comes from the tool's default toggle rates.
